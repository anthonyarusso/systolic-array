===== /design/flow/design.v =====
module counter
#(parameter width_p = 8)
(input [0:0] clk_i
,input [0:0] en_i
,input [0:0] reset_i
,output [width_p-1:0] count_o
);
logic [width_p-1:0] count_r, count_n;
assign count_n = count_r + 1;
assign count_o = count_r;
always_ff @(posedge clk_i) begin
    if (reset_i) begin
        count_r <= '0;
    end else if (en_i) begin
        count_r <= count_n;
    end
end
endmodule
`timescale 1ns / 1ps
module mac
    #(parameter width_p = 32)
    (
    input [0:0] clk_i
    ,input [0:0] reset_i
    ,input [0:0] en_i
    ,output [width_p-1:0] accum_o
    ,output[0:0] accum_valid_o
    ,input [0:0] a_valid_i
    ,output [0:0] a_ready_o
    ,input [width_p-1:0] a_i
    ,input [0:0] b_valid_i
    ,output [0:0] b_ready_o
    ,input [width_p-1:0] b_i
    ,output [0:0] a_valid_o
    ,input [0:0] a_yumi_i
    ,output [width_p-1:0] a_o
    ,output [0:0] b_valid_o
    ,input [0:0] b_yumi_i
    ,output [width_p-1:0] b_o
    );
    typedef enum logic [7:0] {
        READY_S  = 8'b00000001,
        A_HELD_S = 8'b00000010,
        B_HELD_S = 8'b00000100,
        MULT_S   = 8'b00001000,
        ACCUM_S  = 8'b00010000,
        A_YUMI_S = 8'b00100000,
        B_YUMI_S = 8'b01000000,
        DONE_S   = 8'b10000000
    } state_e;
    state_e state_r, state_n;
    logic [width_p-1:0] a_r, b_r, accum_r, product_r;
    assign a_o = a_r;
    assign b_o = b_r;
    assign accum_o = accum_r;
    assign a_ready_o = (state_r == READY_S | state_r == B_HELD_S);
    assign b_ready_o = (state_r == READY_S | state_r == A_HELD_S);
    assign a_valid_o = (state_r == DONE_S | state_r == B_YUMI_S);
    assign b_valid_o = (state_r == DONE_S | state_r == A_YUMI_S);  
    always_comb begin
        casez ({state_r, a_valid_i, b_valid_i, a_yumi_i, b_yumi_i})
            {READY_S, 4'b10??}  : state_n = A_HELD_S;
            {READY_S, 4'b01??}  : state_n = B_HELD_S;
            {READY_S, 4'b11??}  : state_n = MULT_S;
            {A_HELD_S, 4'b?1??} : state_n = MULT_S;
            {B_HELD_S, 4'b1???} : state_n = MULT_S;
            {MULT_S, 4'b????}   : state_n = ACCUM_S;  
            {ACCUM_S, 4'b????}  : state_n = DONE_S;  
            {DONE_S, 4'b??10}   : state_n = A_YUMI_S;
            {DONE_S, 4'b??01}   : state_n = B_YUMI_S;
            {DONE_S, 4'b??11}   : state_n = READY_S;
            {A_YUMI_S, 4'b???1} : state_n = READY_S;
            {B_YUMI_S, 4'b??1?} : state_n = READY_S;
            default : state_n = state_r;  
        endcase
    end
    always_ff @(posedge clk_i) begin
        if (reset_i) begin
            state_r <= READY_S;
        end else if (en_i) begin
            state_r <= state_n;
        end
    end
    always_ff @(posedge clk_i) begin
        if (reset_i) begin
            a_r <= '0;
        end else if (en_i & (state_r == READY_S | state_r == B_HELD_S)) begin
            a_r <= a_i;
        end
    end
    always_ff @(posedge clk_i) begin
        if (reset_i) begin
            b_r <= '0;
        end else if (en_i & (state_r == READY_S | state_r == A_HELD_S)) begin
            b_r <= b_i;
        end
    end
    always_ff @(posedge clk_i) begin
        if (reset_i) begin
            product_r <= '0;
        end else if (en_i & (state_r == MULT_S)) begin
            product_r <= a_r * b_r;
        end
    end
    always_ff @(posedge clk_i) begin
        if (reset_i) begin
            accum_r <= '0;
        end else if (en_i & (state_r == ACCUM_S)) begin
            accum_r <= accum_r + product_r;
        end
    end
endmodule
`timescale 1ns / 1ps
module mac_array
#(
parameter width_p = 32
,parameter array_width_p = 2
,parameter array_height_p = 2
)
(input [0:0] clk_i
,input [0:0] reset_i
,input [0:0] en_i
,input [(width_p * array_height_p)-1:0] row_i
,input [array_height_p-1:0] row_valid_i
,output [array_height_p-1:0] row_ready_o
,input [(width_p * array_width_p)-1:0] col_i
,input [array_width_p-1:0] col_valid_i
,output [array_width_p-1:0] col_ready_o
,output [(width_p * array_width_p * array_height_p)-1:0] z_o
,output [(array_width_p * array_height_p)-1:0] z_valid_o
,input [(array_width_p * array_height_p)-1:0] z_yumi_i
);
wire [width_p-1:0] rows_w [array_height_p-1:0][array_width_p:0];  
wire [width_p-1:0] cols_w [array_height_p:0][array_width_p-1:0];  
wire [width_p-1:0] z_w [array_height_p-1:0][array_width_p-1:0];
wire [0:0] row_valids_w [array_height_p-1:0][array_width_p:0]; 
wire [0:0] col_valids_w [array_height_p:0][array_width_p-1:0];  
wire [0:0] z_valids_w [array_height_p-1:0][array_width_p-1:0];
wire [0:0] row_readys_w [array_height_p-1:0][array_width_p:0]; 
wire [0:0] col_readys_w [array_height_p:0][array_width_p-1:0];  
wire [0:0] z_readys_w [array_height_p-1:0][array_width_p-1:0];
for (genvar i = 0; i < array_width_p; i++) begin
    assign cols_w[0][i] = col_i[(width_p*(i+1))-1:(width_p*i)];
    assign col_valids_w[0][i] = col_valid_i[i];
    assign col_ready_o[i] = col_readys_w[0][i];
end
for (genvar i = 0; i < array_height_p; i++) begin
    assign rows_w[i][0] = row_i[(width_p*(i+1))-1:(width_p*i)];
    assign row_valids_w[i][0] = row_valid_i[i];
    assign row_ready_o[i] = row_readys_w[i][0];
end
for (genvar i = 0; i < array_height_p; i++) begin
    for (genvar j = 0; j < array_width_p ; j++) begin
        assign z_o[
            (width_p*(j+1+(i*array_width_p)))-1 : 
            (width_p*(j+(i*array_width_p)))
            ] = z_w[i][j];  
        assign z_valid_o[i+(j*array_width_p)] = z_valids_w[i][j];
        assign z_readys_w[i][j] = z_yumi_i[i+(j*array_width_p)];
    end
end
for (genvar i = 0; i < array_height_p; i++) begin
    assign row_readys_w[i][array_width_p] = 1'b1;
end
for (genvar i = 0; i < array_width_p; i++) begin
    assign col_readys_w[array_height_p][i] = 1'b1;
end
for (genvar i = 0; i < array_height_p; i++) begin
    for (genvar j = 0; j < array_width_p; j++) begin
         mac
         #(width_p)
         mac_inst
         (.clk_i(clk_i)
         ,.reset_i(reset_i)
         ,.en_i(en_i)
         ,.accum_o(z_w[i][j])
         ,.accum_valid_o(z_valids_w[i][j])
         ,.a_valid_i(row_valids_w[i][j])
         ,.a_ready_o(row_readys_w[i][j])
         ,.a_i(rows_w[i][j])
         ,.b_valid_i(col_valids_w[i][j])
         ,.b_ready_o(col_readys_w[i][j])
         ,.b_i(cols_w[i][j])
         ,.a_valid_o(row_valids_w[i][j+1])
         ,.a_yumi_i(row_readys_w[i][j+1])
         ,.a_o(rows_w[i][j+1])  
         ,.b_valid_o(col_valids_w[i+1][j])
         ,.b_yumi_i(col_readys_w[i+1][j])
         ,.b_o(cols_w[i+1][j])  
         );
    end
end
endmodule
module onehot_counter
#(parameter width_p = 8)
(input [0:0] clk_i
,input [0:0] en_i
,input [0:0] reset_i
,output [width_p-1:0] count_o
);
logic [width_p-1:0] count_r, count_n;
assign count_n = (count_r[width_p-1]) ? 1 : count_r << 1;
assign count_o = count_r;
always_ff @(posedge clk_i) begin
    if (reset_i) begin
        count_r <= 1;
    end else if (en_i) begin
        count_r <= count_n;
    end
end
endmodule
`timescale 1ns / 1ps
module systolic_array
#(
parameter width_p = 32
,parameter array_width_p = 2
,parameter array_height_p = 2
)
(input [0:0] clk_i
,input [0:0] reset_i
,input [0:0] en_i
,input [0:0] flush_i
,output [0:0] ready_o
,input [0:0] valid_i
,input [width_p-1:0] data_i
,output [0:0] valid_o
,input [0:0] yumi_i
,output [width_p-1:0] data_o
,output [0:0] busy_o
,output [0:0] idle_o
,output [7:0] onehot_o
);
localparam num_consumers_lp = array_width_p + array_height_p;
localparam num_macs_lp = array_width_p * array_height_p;
typedef enum logic [4:0] {
    IDLE_S   = 5'b00001,
    INPUT_S  = 5'b00010,
    BUSY_S   = 5'b00100,
    FLUSH_S  = 5'b01000,
    F_DONE_S = 5'b10000
} state_e;
state_e state_r, state_n;
always_comb begin
    casez ({
        state_r,
        valid_i,
        flush_i,
        hottest_bit_w,
        all_consumers_ready_w,
        flush_done_w
    })
    {IDLE_S,   5'b10???} : state_n = INPUT_S;
    {INPUT_S,  5'b1?1??} : state_n = BUSY_S;
    {BUSY_S,   5'b???1?} : state_n = IDLE_S;
    {IDLE_S,   5'b01???} : state_n = FLUSH_S;
    {FLUSH_S,  5'b????1} : state_n = F_DONE_S;
    {F_DONE_S, 5'b?????} : state_n = IDLE_S;
    default : state_n = state_r;
    endcase
end
assign busy_o = (state_r == BUSY_S);
assign idle_o = (state_r == IDLE_S);
assign onehot_o = {4'd0, onehot_w};
always_ff @(posedge clk_i) begin
    if (reset_i) begin
        state_r <= IDLE_S;
    end else if (en_i) begin
        state_r <= state_n;
    end
end
wire [num_consumers_lp-1:0] onehot_w;
wire [$clog2(num_macs_lp)-1:0] flush_count_w;
wire [array_height_p-1:0] row_valid_i, row_ready_o;
wire [array_width_p-1:0] col_valid_i, col_ready_o;
wire [(width_p * array_height_p)-1:0] row_i;
wire [(width_p * array_width_p)-1:0] col_i;
wire [0:0] hottest_bit_w, all_consumers_ready_w, flush_done_w, flush_array_w;
wire [0:0] reset_onehot_w;
wire [(width_p * num_macs_lp)-1:0] z_w;
logic [width_p-1:0] data_o_l;
assign {row_valid_i, col_valid_i} = onehot_w & {num_consumers_lp{valid_i}};
assign row_i = {array_height_p{data_i}};
assign col_i = {array_width_p{data_i}};
assign hottest_bit_w = onehot_w[num_consumers_lp-1];
assign all_consumers_ready_w = (&row_ready_o & &col_ready_o);
assign flush_done_w = (flush_count_w == (num_macs_lp-1));
assign flush_array_w = (state_r == F_DONE_S);
assign reset_onehot_w = ((state_r == IDLE_S) & valid_i);
assign ready_o = ((state_r == IDLE_S) | (state_r == INPUT_S));
assign valid_o = (state_r == FLUSH_S);
logic [0:0] slow_en_r;
always_ff @(posedge clk_i) begin
    if (reset_i) begin
        slow_en_r <= 1'b0;
    end else if (en_i & valid_i) begin
        slow_en_r <= ~slow_en_r;
    end
end
onehot_counter
#(num_consumers_lp)
onehot_counter_inst
(.clk_i(clk_i)
,.en_i(en_i & slow_en_r)
,.reset_i(reset_i | reset_onehot_w)
,.count_o(onehot_w)
);
counter
#($clog2(num_macs_lp))
flush_counter_inst
(.clk_i(clk_i)
,.en_i(en_i & (state_r == FLUSH_S))
,.reset_i(reset_i | flush_i)
,.count_o(flush_count_w)
);
wire [3:0] z_valid_throwaway_w, z_yumi_throwaway_w;
mac_array
#(.width_p(width_p)
,.array_width_p(array_width_p)
,.array_height_p(array_height_p)
)
mac_array_inst
(
.clk_i(clk_i)
,.reset_i(reset_i | flush_array_w)
,.en_i(en_i)
,.row_i(row_i)
,.row_valid_i(row_valid_i)
,.row_ready_o(row_ready_o)
,.col_i(col_i)
,.col_valid_i(col_valid_i)
,.col_ready_o(col_ready_o)
,.z_o(z_w)
,.z_valid_o(z_valid_throwaway_w)
,.z_yumi_i(z_yumi_throwaway_w)
);
always_comb begin
    case (flush_count_w)
        2'd0 : data_o_l = z_w[1*width_p-1:0*width_p];
        2'd1 : data_o_l = z_w[2*width_p-1:1*width_p];
        2'd2 : data_o_l = z_w[3*width_p-1:2*width_p];
        2'd3 : data_o_l = z_w[4*width_p-1:3*width_p];
        default: data_o_l = '0;  
    endcase
end
assign data_o = data_o_l;
endmodule

===== /design/flow/run.sh =====
#!/bin/bash
# OpenROAD 26Q1-2900-gdf79404cd8, Yosys 0.63+post, stock flow scripts
make -C /OpenROAD-flow-scripts/flow DESIGN_CONFIG=/design/flow/config.mk WORK_HOME=/design/flow/orfs finish

===== /design/flow/config.mk =====
export PLATFORM = sky130hd
export DESIGN_NAME = systolic_array
export DESIGN_NICKNAME = systolic_array
export VERILOG_FILES = /design/flow/design.v
export SDC_FILE = /design/flow/constraint.sdc
export NUM_CORES = 4
export LEC_CHECK = 1
export CORE_UTILIZATION = 40

===== /design/flow/constraint.sdc =====
current_design systolic_array

set clk_period 35.8
set clk_io_pct 0.2

create_clock -name clk0 -period $clk_period [get_ports {clk_i}]

set non_clock_inputs [all_inputs -no_clocks]
set_input_delay [expr $clk_period * $clk_io_pct] -clock clk0 $non_clock_inputs
set_output_delay [expr $clk_period * $clk_io_pct] -clock clk0 [all_outputs]

==> Changelog: implementation <==
### Changed

* DR pass1 iterations at 7
* Setup Skew at 8.537 ps
* PD cells at 17.89 nW/um^2
* Iter 0 DRT Violations at 3988
* Critical path endpoint category: flip-flop
* Total Power at 1.711 mW
* Hold WC Path Type: flip-flop to flip-flop
* Synth area leaders: fa_1 (37%), dfxtp_1 (12%), ha_1 (8.7%), and2_1 (8.3%), nand2_1 (8.0%)
* # setup viols final at 0
* Setup repair after global routing missed its margin: no
* Pre-CTS setup slack at 24980 ps
* Crit-path max cell delay at 610 ps
* Largest net degree at the start of global routing at 154
* #FFs+latches synth at 552
* Reg clk slew, reported paths at 50 ps
* P&R area growth vs syn at 6.966%
* Placed instance count at 13.09k
* Register area share after synthesis at 12.36%
* Final core occ at 43.06%
* Max Slew Vio Count at 0
* Startpoint types: primary input
* Hold depth at 2
* Mapped Cells at 10.43k
* Status: finished, final reports clean
* R2R cell count at 26
* Total of max-cap violations at 0
* Vias/cell at 5.152
* H-tree levels at 3
* WL/cell at 19.45 um
* Cell mode on critical path: buf_4
* Prevailing post-synth register cell: dfxtp_1
* Post-Route WL at 257100 um
* Maximum vdd ir drop at 0.00002654 V
* Hpwl dp at 199500 um
* R2r setup slk at 27640 ps
* GPL Wtd Cong at 0.9652
* Total GRT Usage at 24.84%
* Yosys top cell by instances: nand2_1
* DR DRC count at 0
* Synth Warn # at 5
* Chip Area at 225400 sq um
* Asr flop ratio synth at 0%
* Slowest CP cell: buf_4
* Worst Path Class, Setup: primary input to flip-flop
* Crit path time final at 10340 ps
* Initial antenna violation count at 4
* YS chip area at 89410 sq um
* Dominant cell type by area after synthesis: fa_1
* I/O pins at 82
* OpenROAD warnings at 967
* Post-CTS Setup Bufs at 0
* Final Worst Setup Slack at 25460 ps
* Syn Area/Cell at 8.576 sq um
* Core area at 222100 sq um
* PortBufs at 76
* Die Height at 474.8 um
* Setup TNS at 0 ps
* Leakage at 44.96 nW
* Die width at 474.8 um
* Rows at 173
* Critical path peak fanout at 58
* Share of layout cells above drive strength 1 at 3.799%
* Post-route insts no fill at 13.22k
* Via Count at 68.09k
* Clock Sinks at 552
* Syn Std Cell Area at 89410 sq um
* Fin crit share at 28.89%
* Crit path required time at 36170 ps
* Clock latency (worst-skew pair) at 480 ps
* Slew headroom at 33.31%
* Final Hold Fails at 0
* Slew @ Worst Pin at 999.0 ps
* Cell variety after synth at 89
* Vias in the first global route at 70.80k
* CTS tree: done
* Root Buffer: clkbuf_16
* Most frequent cells after synthesis: nand2_1 (1894), inv_1 (1659), fa_1 (1636)
* Largest type area fraction at 36.63%
* Cells along the critical path: clkdlybuf4s50_1 -> buf_4 -> nand2b_4 -> buf_4 -> buf_4 -> buf_4 -> nor2_1 -> a21oi_1 -> nand2_1
* Number of enable flip-flop cells at 0
* FMAX at 96.68 MHz
* FP Util at 40.26%
* Total CTS buffers at 68
* CTS Hold Buffers Added at 0
* Clock buffer depth at 3
* First-pass GRT wire length at 409500 um
* Routed Antenna Nets at 0
* Yosys cell count at 10.43k
* Arrival time worst endpoint at 10720 ps
* Grt ovf at 0
* Resize count post-CTS at 0
==> worst max path at each step <==
stage	startpoint	end
finish	reset_i[0]	flip-flop
CTS	flush_counter_inst.count_r[1]$_SDFFE_PP0P_	data_o[20]
global route	flush_counter_inst.count_r[1]$_SDFFE_PP0P_	data_o[20]
==> worst max-delay path, delay by kind of cell <==
kind	cells	cell delay, ps
buffers and inverters	5	2460
and+or+nand+nor	3	830
AOI/OAI and AO/OA	1	190
==> metrics by stage <==
| stage | hold slack (ps) | cell area (sq um) |
|---|---|---|
| floorplan | 434.7 | 89420 |
| global placement | 435.8 | 93320 |
| detailed placement | 446.7 | 93320 |
| CTS | 446.9 | 95630 |
| global route | 470.1 | 95630 |
| finish | 452.3 | 95640 |
==> placed cells by master, fill, tap and decap left out, types with 52 or more instances in the layout <==
cell,instances
nand2_1,1894
inv_1,1659
fa_1,1636
and2_1,1184
a21oi_1,641
ha_1,619
dfxtp_1,552
xnor2_1,329
buf_4,220
nor2_1,196
o21ai_0,118
xor2_1,107
a21o_1,96
nand3_1,96
clkdlybuf4s50_1,75
nor3_1,69
clkbuf_16,68
a211oi_1,55
mux2i_1,52
==> report_power, final <==
group | internal, mW | leakage (nW) | switching, mW
combinational | 0.155 | 39.3 | 0.300
sequential | 0.631 | 4.48 | 0.0294
clock | 0.410 | 1.13 | 0.186
total | 1.20 | 45.0 | 0.515
==> routing by layer <==
metal	vias up	routed length, um	global-route usage (%)
met5	-	24	0.1514
met4	4	7787	5.675
met3	365	26260	9.657
met2	2545	115500	37.19
met1	33754	107500	35.14
li1	31423	-	-
==> registers in the layout (all words and copies together) (netlist names), 2 cells and up <==
signal	cells
mac_array_inst.genblk6.genblk1.mac_inst.accum_r	128
mac_array_inst.genblk6.genblk1.mac_inst.a_r	128
state_r	5
onehot_counter_inst.count_r	4
flush_counter_inst.count_r	2
mac_array_inst.genblk6.genblk1.mac_inst.b_r	128
mac_array_inst.genblk6.genblk1.mac_inst.product_r	128
mac_array_inst.genblk6.genblk1.mac_inst.state_r	28
==> layout make-up <==
class,count,area [sq um]
repair buffers,297,2427
inverters,1659,6227
flip-flops and latches,552,11050
diodes,3,7.507
clock inverters,34,400.4
clock buffers,89,1911
well taps,2975,3722
multi-input cells,7608,69890
fillers,21179,126400
==> kinds of logic (layout without fill, tap and decap cells) <==
family                   after synthesis  after routing  synth area share, %
AND/OR/NAND/NOR                     3676           3676                19.85
buffers and inverters               2269           2079                9.555
adder cells (fa/ha/maj)             2256           2256                45.31
AND-OR/OR-AND                       1184           1184                8.069
flip-flops                           552            552                12.36
XOR/XNOR                             436            436                4.271
multiplexers                          52             52               0.5821
other                                  1              7             0.004194
No activity file was given, so power comes from the tool's default toggle rates.
